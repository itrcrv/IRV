## /design/flow/config.mk

```make
export PLATFORM = sky130hd
export DESIGN_NAME = dm_org
export DESIGN_NICKNAME = dm_org
export VERILOG_FILES = /design/flow/design.v
export SDC_FILE = /design/flow/constraint.sdc
export NUM_CORES = 4
export LEC_CHECK = 1
export CORE_UTILIZATION = 30
```

## /design/flow/constraint.sdc

```tcl
current_design dm_org

set clk_period 48.8
set clk_io_pct 0.2

create_clock -name clk0 -period $clk_period [get_ports {clk}]

set non_clock_inputs [all_inputs -no_clocks]
set_input_delay [expr $clk_period * $clk_io_pct] -clock clk0 $non_clock_inputs
set_output_delay [expr $clk_period * $clk_io_pct] -clock clk0 [all_outputs]
```

## /design/flow/design.v

```verilog
`timescale 1ns/1ps
module dm_org(
	input                   clk
	,input      	[6:0]   addr
	,input 	                wr
	,input                  dbus_cyc_o
	,input                  dbus_stb_o
	,input          [3:0]   sel
	,input        	[31:0]  wdata
	,output reg    	[31:0]  rdata
	,output reg             done
	);
	reg [31:0] mem [0:127];  
	wire rd = (!wr) & dbus_stb_o & dbus_stb_o;
	wire we = (wr) & dbus_stb_o & dbus_stb_o;
	always @(posedge clk)
		begin
			done <= 1'b0;
			if (we)
				begin
					if (sel ==4'b1111)
						mem[addr] <= wdata;
					else if (sel ==4'b1000 )
						mem[addr][31:24] <= wdata[31:24];
					else if (sel ==4'b0100 )
						mem[addr][23:16] <= wdata[23:16];
					else if (sel ==4'b0010 )
						mem[addr][15:08] <= wdata[15:08];
					else if (sel ==4'b0001 )
						mem[addr][07:00] <= wdata[07:00];
					else if (sel ==4'b0011 )
						mem[addr][15:00] <= wdata[15:00];
					else if (sel ==4'b0110 )
						mem[addr][23:08] <= wdata[23:08];
					else if (sel ==4'b1100 )
						mem[addr][31:16] <= wdata[31:16];
					done      <= 1'b1;
				end
			else
				if (rd)
					begin
						rdata     <= mem[addr];
						done      <= 1'b1;
					end
		end
endmodule
```

## /design/flow/run.sh

```bash
#!/bin/bash
# OpenROAD 26Q1-2900-gdf79404cd8, Yosys 0.63+post, stock flow scripts
make -C /OpenROAD-flow-scripts/flow DESIGN_CONFIG=/design/flow/config.mk WORK_HOME=/design/flow/orfs finish
```

==> flow_metrics.tcl <==
# flow metrics
set metrics [dict create \
    drt_iter0_markers 8874 \
    finClkSkew_ps 56.3 \
    end_kind "flop" \
    fmax_mhz 65.6 \
    cp_data_arrival_time_ps 15990 \
    cts_buffers 403 \
    io_buffers 78 \
    synthCells 9762 \
    dr.pass1.iters 9 \
    yosysTopAreaCellShare_pct 77.7 \
    place_ws_ps 32770 \
    grt_overflow 0 \
    cap_violations 0 \
    setup_violations 0 \
    yosysWarnings 1 \
    holdWs_ps 878 \
    dieArea_sq_um 534000 \
    clock_path_buffers 4 \
    flop_cell "edfxtp_1" \
    hpwl_microns 388000 \
    gp_congestion 1.01 \
    grt_pass1_wl_microns 823000 \
    hold_buffers 0 \
    outcome "finished clean" \
    rsz0062_at_grt "no" \
    wl_per_cell_microns 34.2 \
    yosys-stat-area_sq_um 159000 \
    numClockSinks 4129 \
    drt_wl_total_microns 606000 \
    synth_cell_types 74 \
    synth-edff-count 4128 \
    core_area_sq_um 529000 \
    layout-drive-gt1-share_pct 14.2 \
    ctsResizeCount 0 \
    initial_core_util_pct 30.1 \
    grt_antenna_before_repair 130 \
    fp.dieH_microns 731 \
    cp.required_ps 49560 \
    rows 267 \
    flop_area_sq_um 124000 \
    fin_crit_sh_pct 31.2 \
    ant_nets 0 \
    synth_area_per_cell_sq_um 16.3 \
    syn-cell-area_sq_um 159000 \
    hold_path.startpoint "mem[81][1]" \
    crit_path_start_kind "input pin" \
    max_slew.worst_pin.slew_ps 1210 \
    warnings 27 \
    fillers 49400 \
    io-pin-count 80 \
    root_buffer "clkbuf_16" \
    ys_cells 9762 \
    drv_slew 0 \
    startpoint "addr[0]" \
    slew_headroom_pct 18.9 \
    layout_setup_ws_ps 33560 \
    top_cells_by_area "edfxtp_1 78%, a22oi_1 2.5%, mux2i_1 2.1%, a221oi_1 1.9%, nor2_1 1.8%" \
    comb_area_sq_um 32100 \
    fin_tns_setup_ps 0 \
    hold_violations 0 \
    reg2reg_slack_ps 44980 \
    cts_max_level 5 \
    post-cts-setup-buffers 0 \
    critical_path.max_fanout 36 \
    ys_async_sr_fraction_pct 0 \
    ir_worst_vdd_uv 30.5 \
    path_clk_slew_ps 60 \
    critPathKind "in -> reg" \
    syn_to_final_growth_pct 15.3 \
    p_leak_nw 57.3 \
    cts_tree "yes" \
    largest_area_cell "edfxtp_1" \
    grt_usage_pct 24.0 \
    num_vias 99600 \
    synth_flops 4129 \
    period_needed_ps 15240 \
    clock.latency.late_pin_ps 1000 \
    min_path_type "reg -> reg" \
    postSynthSeqShare_pct 77.8 \
    r2r-start "mem[14][16]" \
    vias_per_cell 5.63 \
    grt_max_degree 79 \
    power.density_cell_area_nw_per_um2 39.9 \
    dieWidth_microns 731 \
    drc_errors 0 \
    grt_pass1_vias 101000 \
]
-- registers in the layout, indices dropped and copies added, names as in the netlist --
name,flops
done,1
mem,4096
rdata,32
-- through the flow --
| step | power, mW | instances | area (sq um) | util (%) |
|---|---|---|---|---|
| 6_report | 7.33 | 17700 | 184000 | 34.8 |
| 5_1_grt | 7.49 | 17600 | 184000 | 34.7 |
| 4_1_cts | 7.33 | 17500 | 183000 | 34.7 |
| 3_5_place_dp | 4.43 | 16800 | 171000 | 32.4 |
| 3_3_place_gp | 4.43 | 16800 | 171000 | 32.4 |
| 2_1_floorplan | 4.18 | 9762 | 159000 | - |
-- cell families (layout without fill, tap and decap cells) --
| family | Yosys count | count (layout) | synth area share [%] |
|---|---|---|---|
| AOI/OAI and AO/OA | 2515 | 2515 | 11.6 |
| xor gates and xnor gates | 2 | 2 | 0.0110 |
| buffers and inverters | 781 | 1539 | 2.31 |
| DFF | 4129 | 4129 | 77.8 |
| muxes | 451 | 451 | 3.43 |
| other | 0 | 179 | 0 |
| and+or+nand+nor | 1884 | 1884 | 4.94 |
-- cell type report --
class,instances,share of cell area (%)
clock buffer,529,5.80
tap,6994,4.76
multi-input combinational,4852,17.5
antenna,179,0.244
clock inverter,178,0.803
timing repair buffer,826,3.50
inverter,6,0.0204
sequential,4129,67.4
-- cell usage after synthesis, drive strengths merged (21+ instances only) --
master / count
a22o: 48
a21oi: 451
clkbuf: 274
nand4: 35
nor4: 25
a211oi: 38
a221o: 66
nand2: 708
or3: 29
a221oi: 343
nand3: 33
o21ai: 230
a22oi: 535
mux2: 45
nor3: 211
o22ai: 240
o22a: 24
o221ai: 52
mux4: 71
edfxtp: 4128
nor2: 767
a211o: 29
buf: 501
a31oi: 29
mux2i: 335
a222oi: 231
o31ai: 25
o32ai: 21
-- metal layers --
metal,vias to the layer above,track usage [%],part of all wire [%]
met2,7902,32.1,42
met5,-,10.7,1.0
met4,218,13.3,6.9
li1,40800,-,-
met1,49000,22.4,28
met3,1687,23.3,22
-- final timing paths --
path / end / depth (start not counted)
max: rdata[24] / 13
min: rdata[1] / 4
max reg2reg: rdata[16] / 7
min reg2reg: rdata[1] / 4
-- layout by cell type (no fill, tap or decap), drive strengths merged, types with 14 or more instances in the layout --
cell type | netlist | final
edfxtp | 4128 | 4128
buf | 501 | 787
nor2 | 767 | 767
nand2 | 708 | 708
a22oi | 535 | 535
clkbuf | 274 | 529
a21oi | 451 | 451
a221oi | 343 | 343
mux2i | 335 | 335
o22ai | 240 | 240
a222oi | 231 | 231
o21ai | 230 | 230
nor3 | 211 | 211
diode | 0 | 179
clkinv | 0 | 143
mux4 | 71 | 71
a221o | 66 | 66
o221ai | 52 | 52
a22o | 48 | 48
mux2 | 45 | 45
clkdlybuf4s50 | 0 | 39
a211oi | 38 | 38
nand4 | 35 | 35
nand3 | 33 | 33
a31oi | 29 | 29
a211o | 29 | 29
or3 | 29 | 29
o31ai | 25 | 25
nor4 | 25 | 25
o22a | 24 | 24
o32ai | 21 | 21
inv | 6 | 21
bufinv | 0 | 18
o2bb2ai | 17 | 17
nor2b | 16 | 16
nand3b | 15 | 15
o41ai | 15 | 15
or4 | 14 | 14
-- worst max-delay path, stage by stage --
cell      delay (ps)
buf_8            290
and2_4           570
buf_4            640
buf_4            650
buf_4            610
buf_4            620
buf_4            530
a22oi_1          260
o22ai_1          180
o21ai_0          150
nor4b_1          260
a221oi_1         750
a31o_2           490
-- where the power goes --
part,leakage (nW),total (mW),switching [mW],internal [mW]
clock,5.93,2.96,1.33,1.63
sequential,37.1,3.91,0.00146,3.91
combinational,14.2,0.469,0.359,0.110
Power figures rest on the tool's default switching activity, not on a simulated workload.
