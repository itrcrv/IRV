<file path="./run.sh">
#!/bin/bash
# OpenROAD 26Q1-2900-gdf79404cd8, Yosys 0.63+post, stock flow scripts
make -C /OpenROAD-flow-scripts/flow DESIGN_CONFIG=/design/flow/config.mk WORK_HOME=/design/flow/orfs finish
</file>
<file path="./config.mk">
export PLATFORM = sky130hd
export DESIGN_NAME = im_new
export DESIGN_NICKNAME = im_new
export VERILOG_FILES = /design/flow/design.v
export SDC_FILE = /design/flow/constraint.sdc
export NUM_CORES = 4
export LEC_CHECK = 1
export CORE_AREA = 10 10 95 95
export DIE_AREA = 0 0 105 105
</file>
<file path="./constraint.sdc">
current_design im_new

set clk_period 4.1
set clk_io_pct 0.2

create_clock -name clk0 -period $clk_period

set non_clock_inputs [all_inputs -no_clocks]
set_input_delay [expr $clk_period * $clk_io_pct] -clock clk0 $non_clock_inputs
set_output_delay [expr $clk_period * $clk_io_pct] -clock clk0 [all_outputs]
</file>
<file path="./design.v">
`timescale 1ns/1ps
module im_new (datain_RC, wr_RC, addr, data, clk, extend, readyn );
	parameter NMEM                                  = 512;    
	parameter Address_width                         = 32;    
	parameter RC_DATA_width                         = 32;    
	parameter Index                                 = 6;    
	parameter Offset                                = 2;    
	parameter Tag                                   = Address_width-Index-Offset ; 
	parameter Cache_cell_Width                      = 64 + Tag +1 ; 
	parameter Depth                                 = 2**Index;
	input                                           wr_RC;
	input   [Address_width-1:0]                     addr;
	input   [Address_width+RC_DATA_width-1:0]       datain_RC;
	output  [RC_DATA_width-1:0]                     data;
	output                                          readyn;
	input                                           clk;
	output                                          extend;
	wire    [Address_width-3:0]                     addr_d4 = addr[Address_width-1:2];
	wire                                            extend1;
	wire    [Index-1:0]                             addr_index  =  addr[7:2];   
	wire    [Tag-1:0]                               addr_tag    =  addr[31:8];
	wire    [Tag-1:0]                               addr_3;    
	wire    [RC_DATA_width-1:0]                     data_inst32;
	reg     [Cache_cell_Width-1:0]                  mem_cache   [0:Depth-1];
	wire    [Address_width+RC_DATA_width:0]         data_RC1;
	reg     [Address_width+RC_DATA_width:0]         data_RC2;
	reg     wr_RC_internal;
	wire    [Cache_cell_Width-1:0]                  data_instRC;  
	wire    [31:0]                                  addr_RC     = data_RC2[95:64];
	wire    [23:0]                                  tag_RC      = addr_RC[31:8];
	wire    [7:0]                                   index_RC    = addr_RC[7:2];
	assign data_RC1             =  {wr_RC,datain_RC};
	always @ (posedge clk)
		begin
			data_RC2                <=  data_RC1;
		end
	always @ (*)
		begin
			wr_RC_internal          <= 1'b0;
			if (data_RC2[Address_width+RC_DATA_width]==1'b1)
				if ( !(data_RC1[Address_width+RC_DATA_width]) )
					wr_RC_internal      <= 1'b1;
		end
	always @ (posedge clk)
		begin
			if (wr_RC_internal)
				mem_cache[index_RC]   <=  {1'b1, tag_RC, data_RC2[63:0]};
		end  
	wire  addr_valid            = (addr_3==addr_tag)?1'b1:1'b0;
	assign  data_inst32         = {32'b0, ROM(addr[31:2])};  
	assign  extend1             = (data_instRC [Cache_cell_Width-1]) && (addr_valid);
	assign  extend              = 1'b0;
	assign  readyn              = 1'b0;
	assign  data                = (extend)? data_instRC[63:0]:data_inst32;
	assign  addr_3              = data_instRC[87:64];
	assign  data_instRC         = mem_cache[addr_index];
	function [31:0] ROM;
		input [31:0] addrs;
		begin
			case(addrs)
				00: ROM = 32'H00100093;   
				01: ROM = 32'hfff74493;	  
				02: ROM = 32'Hfff80213;	  
				03: ROM = 32'H00100093;	  
				04: ROM = 32'Hffe10113;   
				05: ROM = 32'H00215113;   
				06: ROM = 32'HDEA00293;   
				07: ROM = 32'H00168193;   
				08: ROM = 32'H00150513;	  
				09: ROM = 32'H00150513;	  
				10: ROM = 32'H00150513;	  
				11: ROM = 32'H00100093;	  
				12: ROM = 32'H00150513;   
				13: ROM = 32'H00161613;	  
				14: ROM = 32'H00050613;	  
				15: ROM = 32'H00150513;	  
				16: ROM = 32'H00150513;	  
				17: ROM = 32'H00a32823;   
				18: ROM = 32'H00100093;
				19: ROM = 32'H00150513;
				20: ROM = 32'H02032403;   
				21: ROM = 32'H0000f093;   
				22: ROM = 32'H00017113;   
				23: ROM = 32'H0001f193;   
				24: ROM = 32'H00027213;   
				25: ROM = 32'H0002f293;   
				26: ROM = 32'Hdead0337;   
				27: ROM = 32'Hbeef0437;   
				28: ROM = 32'H01035313;   
				29: ROM = 32'H01045413;   
				30: ROM = 32'H0004f493;   
				31: ROM = 32'H00057513;   
				32: ROM = 32'H00067613;   
				33: ROM = 32'H06058593;   
				34: ROM = 32'H00612023;    
				35: ROM = 32'H00630233;	   
				36: ROM = 32'H00434233;	   
				37: ROM = 32'H00824333;	   
				38: ROM = 32'Hfff58593;    
				39: ROM = 32'H00410113;	   
				40: ROM = 32'Hfeb016e3;	   
				41: ROM = 32'H0000f093;
				42: ROM = 32'H0000f093;
				43: ROM = 32'H0000f093;
				44: ROM = 32'H0000f093;
				45: ROM = 32'H0000f093;
				46: ROM = 32'H00110113;
				47: ROM = 32'H00110113;
				default: ROM = 32'h0;
			endcase
		end
	endfunction
endmodule
</file>
==> deck_impl_summary.md <==
Flow Results at a Glance

Floorplan
  • CORE AREA: between 6000 and 7000 µm²
  • Io pins: 132
  • Initial core utilization: 21.58%
  • Overall die width: 105 µm
  • Row cnt: 30
  • Die ar.: 11030 µm²
  • Die Y: 105 µm

Pwr
  • Maximum vdd drop: 0.02091 mV
  • Leakage: 0.9715 nW
  • Power density over the cells: 78.20 nW/µm²

Yosys
  • Dominant comb cell: AND-OR/OR-AND gates
  • Ao+oa area frac: between 30% and 40%
  • Syn Std Cell Area: 1490 µm²
  • Yosys Warn Count: 2
  • Basic Gates by Area: 27.71%
  • Post-synthesis adder-cell area fraction: about a tenth
  • Post-Syn Area per Cell: 6.743 µm²
  • Max-area cell share: 10.08%
  • Top cells by count: 23 x a21oi_1, 16 x nand2_1, 12 x ha_1, 12 x o21ai_0
  • Synthesized instance count: 221
  • Unique masters post-synth: 52
  • Most common cell in the netlist: a21oi_1
  • Multiplexer share: between 7 and 8%
  • Yosys Instances: 221
  • Yosys chip area: 1490 µm²
  • Post-synth top area cell: ha_1
  • Top area cell types: ha_1 10%, a21oi_1 7.7%, buf_4 5.5%
  • XOR/XNOR share of the synthesized area: 0%
  • Synth Seq Share: 0%

Critical path
  • Worst path top cell family by delay: buffers and inverters
  • Worst Path Arrival: 3180 ps
  • Crit path DRT: 3280 ps
  • WP buf/inv: 4
  • CP Max Fanout: 9
  • Max incr delay on CP: around 530 ps
  • Crit Path Class: in -> out
  • CP Capture Type: primary output
  • CP startpoint kind: input pin
  • Slowest-stage cell, CP: clkdlybuf4s50_1
  • Crit path cell chain: clkdlybuf4s50_1, buf_4, ha_1, buf_4, nand2_1, and3_1, o21a_1, a2111oi_4, clkdlybuf4s50_1

STA
  • Period utilization: slightly below 100%
  • Final Critical Period: about 4000 ps
  • Hold Vio Cnt, Final: 0
  • RSZ-0062 raised after global routing: yes
  • Final Setup Violations: 0
  • Setup_tns: 0 ps
  • Relative slew slack: around 61%
  • Measured slew at the worst slew-check pin: 582.6 ps
  • Fmax: approximately 250 MHz
  • Slew Limit Fails: 0

Detailed routing
  • Routed Antenna Nets: 0
  • DR WL/cell: 16.79 µm
  • Initial DRC count: 227
  • Final WL: 6650 µm
  • Routed vias: 2090
  • First-pass iteration count of the detailed router: 5
  • # diodes: 0
  • Remaining DRCs: 0
  • Vias per cell: 5.278

Worst hold path
  • Hold depth: 5
  • Hold endpoint: data[14]
  • HP Class: in -> out
  • Hold_sp: addr[5]

Run
  • Max cap viols: 0
  • OpenROAD warning count: 112

Finish
  • Ratio of cells with drive above 1 in the final layout: 23.67%
  • Clkbuf count: 0
  • Finished Layout Cells: 396
  • Synth-to-layout area growth: 69.35%
  • Registers: 0
  • FF+latch area: 0 µm²

Global routing
  • Global-route usage over all layers: between 10% and 20%
  • Largest net degree at the start of global routing: 30
  • Grt ovf: 0
  • First-pass GRT wire length: 10390 µm
  • Initial antenna violation count: 0
  • Number of global-route vias before repair: 1970

Placement
  • Cell total after placement: 396
  • DP HPWL: 5273 µm
  • RePlAce Congestion: 0.9761
  • Port Buffers: ~61

Clocking
  • Setup Buffers After CTS: 0
  • Hold_buf cts: 0

Run status
  • Status: finished, final reports clean
==> layout make-up <==
class / count / area (µm²)
multi-input combinational: 181 / 1379
timing repair buffer: 106 / 975.9
inverter: 13 / 48.80
fill: 722 / 4383
tap: 96 / 120.1
==> logic make-up (layout without fill, tap and decap cells) <==
| kind of cell | Yosys count | in the layout |
|---|---|---|
| compound gates | 82 | 82 |
| buf+inv | 42 | 119 |
| other cells | 1 | 3 |
| fa+ha+maj | 12 | 12 |
| mux | 9 | 9 |
| simple gates | 75 | 75 |
==> routing by layer <==
metal | part of all wire [%] | routed length [µm] | up-vias | global-route usage, %
li1 | - | - | 991 | -
met2 | 49 | 3247 | 122 | 19.66
met5 | 0 | 0 | - | 0
met1 | 40 | 2660 | 962 | 14.41
met4 | 1.8 | 123 | 0 | 1.373
met3 | 9.3 | 620 | 15 | 1.304
==> repair_timing <==
item / 4_1_cts / 5_1_grt
setup endpoints to repair: 4 / 22
hold endpoints to repair: 0 / 0
gates resized: 6 / 19
pin swaps: 0 / 3
==> power by group <==
group          total (W)  leakage [nW]  switching, W  internal, W
registers              0             0             0            0
clock network          0             0             0            0
logic           0.000197         0.972      0.000103    0.0000948
total           0.000197         0.972      0.000103    0.0000948
==> worst min-delay path, cell delays in order <==
cell             delay (ps)
clkdlybuf4s50_1         500
buf_12                  190
nand2b_1                160
a2111oi_2                70
dlymetal6s2s_1          130
==> worst max path at each step <==
stage,slack (ps),to,start,cells after the start
global route,-40,data[17],addr[2],9
CTS,-40,data[17],addr[2],8
finish,100,data[17],addr[2],9
==> cells in the final DEF (no fill, tap or decap), types with 5 or more instances in the layout <==
master,count
nand2_1,16
nor4_1,7
ha_1,10
a31oi_1,5
a21oi_1,21
a2111oi_2,6
nand2b_1,7
buf_4,43
nor2_1,8
o21ai_0,12
nor2b_1,6
nor3_1,9
inv_1,10
mux2i_1,6
clkdlybuf4s50_1,60
==> metrics by stage <==
| stage | utilization (%) | setup slack [ps] | hold slack [ps] | cell area [µm²] | total power, W |
|---|---|---|---|---|---|
| after floorplan | - | 799.6 | 1852 | 1498 | 0.00009891 |
| after global placement | 34.86 | -201.0 | 2799 | 2407 | 0.0001832 |
| after detailed placement | 34.86 | -161.9 | 2808 | 2407 | 0.0001818 |
| after CTS | 35.09 | -43.00 | 2811 | 2424 | 0.0001842 |
| after global routing | 36.54 | -38.98 | 2751 | 2524 | 0.0002132 |
| final | 36.54 | 103.9 | 2698 | 2524 | 0.0001973 |
Power figures rest on the tool's default switching activity, not on a simulated workload.
